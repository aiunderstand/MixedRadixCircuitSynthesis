### flow/design.v
module c_Arity123Test (
     input [5:0] io_in,
     output [5:0] io_out
);
wire [1:0] tnet_0 = io_in[1:0];
wire [1:0] tnet_1 = io_in[3:2];
wire [1:0] tnet_2 = tnet_1;
wire [1:0] tnet_3 = io_in[5:4];
wire [1:0] tnet_4 = tnet_3;
wire [1:0] tnet_5 = tnet_3;
wire [1:0] tnet_6;
wire [1:0] tnet_7;
wire [1:0] tnet_8;
assign io_out[1:0] = tnet_6;
assign io_out[3:2] = tnet_7;
assign io_out[5:4] = tnet_8;
f_045ZRPDDD_bet LogicGate_0 (
.in_2(tnet_0),
.in_1(tnet_1),
.in_0(tnet_3),
.out_0(tnet_6)
);
f_7AR_bet LogicGate_1 (
.in_1(tnet_2),
.in_0(tnet_4),
.out_0(tnet_7)
);
f_5_bet LogicGate_2 (
.in_0(tnet_5),
.out_0(tnet_8)
);
endmodule
module f_045ZRPDDD_bet (
     input wire[1:0] in_0,
     input wire[1:0] in_1,
     input wire[1:0] in_2,
     output wire[1:0] out_0
     );
     assign out_0 = 
(in_0 == 2'b01) & (in_1 == 2'b01) & (in_2 == 2'b01) ? 2'b11 :
(in_0 == 2'b01) & (in_1 == 2'b11) & (in_2 == 2'b01) ? 2'b11 :
(in_0 == 2'b01) & (in_1 == 2'b10) & (in_2 == 2'b01) ? 2'b11 :
(in_0 == 2'b11) & (in_1 == 2'b01) & (in_2 == 2'b01) ? 2'b11 :
(in_0 == 2'b11) & (in_1 == 2'b11) & (in_2 == 2'b01) ? 2'b11 :
(in_0 == 2'b11) & (in_1 == 2'b10) & (in_2 == 2'b01) ? 2'b11 :
(in_0 == 2'b10) & (in_1 == 2'b01) & (in_2 == 2'b01) ? 2'b11 :
(in_0 == 2'b10) & (in_1 == 2'b11) & (in_2 == 2'b01) ? 2'b11 :
(in_0 == 2'b10) & (in_1 == 2'b10) & (in_2 == 2'b01) ? 2'b11 :
(in_0 == 2'b01) & (in_1 == 2'b01) & (in_2 == 2'b11) ? 2'b01 :
(in_0 == 2'b01) & (in_1 == 2'b11) & (in_2 == 2'b11) ? 2'b11 :
(in_0 == 2'b01) & (in_1 == 2'b10) & (in_2 == 2'b11) ? 2'b10 :
(in_0 == 2'b11) & (in_1 == 2'b01) & (in_2 == 2'b11) ? 2'b11 :
(in_0 == 2'b11) & (in_1 == 2'b11) & (in_2 == 2'b11) ? 2'b11 :
(in_0 == 2'b11) & (in_1 == 2'b10) & (in_2 == 2'b11) ? 2'b10 :
(in_0 == 2'b10) & (in_1 == 2'b01) & (in_2 == 2'b11) ? 2'b10 :
(in_0 == 2'b10) & (in_1 == 2'b11) & (in_2 == 2'b11) ? 2'b10 :
(in_0 == 2'b10) & (in_1 == 2'b10) & (in_2 == 2'b11) ? 2'b10 :
(in_0 == 2'b01) & (in_1 == 2'b01) & (in_2 == 2'b10) ? 2'b10 :
(in_0 == 2'b01) & (in_1 == 2'b11) & (in_2 == 2'b10) ? 2'b11 :
(in_0 == 2'b01) & (in_1 == 2'b10) & (in_2 == 2'b10) ? 2'b01 :
(in_0 == 2'b11) & (in_1 == 2'b01) & (in_2 == 2'b10) ? 2'b11 :
(in_0 == 2'b11) & (in_1 == 2'b11) & (in_2 == 2'b10) ? 2'b11 :
(in_0 == 2'b11) & (in_1 == 2'b10) & (in_2 == 2'b10) ? 2'b01 :
(in_0 == 2'b10) & (in_1 == 2'b01) & (in_2 == 2'b10) ? 2'b01 :
(in_0 == 2'b10) & (in_1 == 2'b11) & (in_2 == 2'b10) ? 2'b01 :
(in_0 == 2'b10) & (in_1 == 2'b10) & (in_2 == 2'b10) ? 2'b01 :
2'b00;
endmodule
module f_5_bet (
     input wire[1:0] in_0,
     output wire[1:0] out_0
     );
     assign out_0 = 
(in_0 == 2'b01) ? 2'b10 :
(in_0 == 2'b11) ? 2'b11 :
(in_0 == 2'b10) ? 2'b01 :
2'b00;
endmodule
module f_7AR_bet (
     input wire[1:0] in_0,
     input wire[1:0] in_1,
     output wire[1:0] out_0
     );
     assign out_0 = 
(in_0 == 2'b01) & (in_1 == 2'b01) ? 2'b11 :
(in_0 == 2'b01) & (in_1 == 2'b11) ? 2'b11 :
(in_0 == 2'b01) & (in_1 == 2'b10) ? 2'b10 :
(in_0 == 2'b11) & (in_1 == 2'b01) ? 2'b11 :
(in_0 == 2'b11) & (in_1 == 2'b11) ? 2'b01 :
(in_0 == 2'b11) & (in_1 == 2'b10) ? 2'b11 :
(in_0 == 2'b10) & (in_1 == 2'b01) ? 2'b11 :
(in_0 == 2'b10) & (in_1 == 2'b11) ? 2'b10 :
(in_0 == 2'b10) & (in_1 == 2'b10) ? 2'b01 :
2'b00;
endmodule
### flow/run.sh
#!/bin/bash
# OpenROAD 26Q1-2900-gdf79404cd8, Yosys 0.63+post, stock flow scripts
make -C /OpenROAD-flow-scripts/flow DESIGN_CONFIG=/design/flow/config.mk WORK_HOME=/design/flow/orfs finish
### flow/config.mk
export PLATFORM = sky130hd
export DESIGN_NAME = c_Arity123Test
export DESIGN_NICKNAME = c_Arity123Test
export VERILOG_FILES = /design/flow/design.v
export SDC_FILE = /design/flow/constraint.sdc
export NUM_CORES = 4
export LEC_CHECK = 1
export CORE_AREA = 10 10 70 70
export DIE_AREA = 0 0 80 80
### flow/constraint.sdc
current_design c_Arity123Test

set clk_period 1.6
set clk_io_pct 0.2

create_clock -name clk0 -period $clk_period

set non_clock_inputs [all_inputs -no_clocks]
set_input_delay [expr $clk_period * $clk_io_pct] -clock clk0 $non_clock_inputs
set_output_delay [expr $clk_period * $clk_io_pct] -clock clk0 [all_outputs]
==> flow_summary.ini <==
; flow metrics
[status]
status = finished, final reports clean

[logic_synthesis]
avgSynthCellArea_um2 = 5.744
synth_seq_share_pct = 0
yosysTopAreaCellShare_pct = 11.88
ys_types = 14
area_leaders = o21ai_0 12%, a2111oi_2 12%, nor2_1 8.9%
ys_area_um2 = 126.4
syn-cell-area_um2 = 126.4
synth_warnings = 0
syn-instance-count = 22
ys_cells = 22
post-synth-top-area-cell = o21ai_0

[timing]
rsz0062_at_grt = false
layout_min_cycle_time_ns = 1.511
fmax_mhz = 661.8
finalClockPeriodUsage_pct = 94.45
maxSlewHeadroom_pct = 83.66
final-hold-violation-count = 0
finalSetupTns_ns = 0
hold_ws_ns = 0.9997
worst_slew_pin_slew_ns = 0.2446
setup_viol = 0
drv_slew = 0

[power]
pwr-share-clk_pct = 0
comb_power_share_pct = 100.0
power_switching_mw = 0.02608
power_density_mw_per_mm2 = 214.2
seqPwrFrac_pct = 0
netSwitchingFraction_pct = 39.08
intPower_mw = 0.04065
ir_drop_mv = 0.01827
p_leak_nw = 0.1252

[critical_path]
slowest_delay_ns = 0.25
cp_top_family = buffers and inverters
start_kind = input pin
crit_buf_inv = 2
cp_slowest_cell = dlygate4sd2_1
cp_max_fo = 6
crit_chain = clkdlybuf4s15_2 -> o22a_2 -> o311ai_1 -> o21ai_1 -> dlygate4sd2_1
critical_path_required_ns = 1.28
critPathKind = in -> out
end_kind = output port
worstPathArrival_ns = 1.19

[global_route]
grtUsageTotal_pct = 1.455
grt_max_degree = 8
grt_pass1_wl_um = 814
grt_pass1_vias = 177
gr-total-overflow = 0
grt_antenna_before_repair = 0

[finish]
regArea_um2 = 0
utilization_pct = 9.121
fillers = 409
clkbuf_count = 0
lay_top_count = buf_4
area_growth_pct = 146.5
seq_cell_count = 0
layout-drive-gt1-share_pct = 40.54
final_cell_mix = 7 x buf_4, 3 x o21ai_1, 3 x nor2_1, 3 x buf_2, 3 x dlygate4sd2_1

[drt]
remaining_drc_errors = 0
wirelength_um = 517
vias_per_cell = 2.410
drt-pass1-iter-count = 1
ant_nets = 0
post_drt_wl_per_cell_um = 6.229
drtIter0Drc = 0
num_vias = 200
insertedDiodeCount = 0

[job]
warnings = 32
maxCapViolCount = 0

[die]
fp.dieW_um = 80
die_area_mm2 = 0.006400
num_rows = 21
die_h_um = 80
fp-utilization_pct = 3.700
ios = 12
core-area_mm2 = 0.003416

[min_path]
hold_path_class = in -> out

[cts]
holdBufCountCts = 0

[placed_design]
portBuffers = 12
gp_congestion = 0.7323
dp_hpwl_um = 441.7
==> area by class of cell <==
| cell class | count | area (um2) | area share [%] |
|---|---|---|---|
| Timing Repair Buffer | 18 | 140.1 | 44.98 |
| Multi-Input combinational cell | 17 | 106.4 | 34.14 |
| Tap cell | 46 | 57.56 | 18.47 |
| Inverter | 2 | 7.507 | 2.410 |
==> stage by stage <==
stage,power [mW],instances,worst slack (ns),area (um2)
floorplan,0.02133,22,0.4886,126.4
global placement,0.07657,82,-0.6268,329.1
detailed placement,0.07667,82,-0.6251,329.1
CTS,0.06668,82,0.06102,306.5
global route,0.07527,83,0.0009691,311.5
finish,0.06673,83,0.08888,311.5
==> synthesized netlist by cell type <==
cell,number
nor2_1,3
o21ai_0,3
a21oi_1,2
clkbuf_1,2
inv_1,2
nand2_1,2
a2111oi_2,1
buf_2,1
nand3_1,1
nand4_1,1
o21ai_2,1
o22a_2,1
o311ai_0,1
xnor2_1,1
==> per-layer routing <==
| layer | up-vias | share of wire (%) | global-route usage, % |
|---|---|---|---|
| li1 | 109 | - | - |
| met1 | 81 | 50 | 2.241 |
| met2 | 10 | 35 | 2.006 |
| met3 | 0 | 14 | 0.4545 |
| met4 | 0 | 0 | 0 |
| met5 | - | 0 | 0 |
==> repair_timing <==
action / in CTS / in global routing
pin swaps: 1 / 2
hold endpoints to repair: 0 / 0
buffers inserted: 0 / 1
resized: 28 / 3
setup endpoints to repair: 6 / 2
==> path summary, 6_finish.rpt <==
check | start | to | cells past startpoint
worst max-delay path | io_in[5] | io_out[1] | 5
worst min-delay path | io_in[4] | io_out[0] | 4
==> cell families after synthesis <==
kind of cell           count (synthesis)  share of synthesized area [%]
buffers and inverters                  5                          15.84
AND/OR/NAND/NOR                        7                          23.76
XOR/XNOR                               1                          6.932
AND-OR/OR-AND                          9                          53.46
==> power by group through the flow <==
stage,clock [mW],combinational [mW],sequential (mW)
4_1_cts,0,0.0667,0
6_report,0,0.0667,0
5_1_grt,0,0.0753,0
No activity file was given, so power comes from the tool's default toggle rates.
