File: config.mk
export PLATFORM = sky130hd
export DESIGN_NAME = c_BTA4
export DESIGN_NICKNAME = c_BTA4
export VERILOG_FILES = /design/flow/design.v
export SDC_FILE = /design/flow/constraint.sdc
export NUM_CORES = 4
export LEC_CHECK = 1
export CORE_AREA = 10 10 70 70
export DIE_AREA = 0 0 80 80
File: constraint.sdc
current_design c_BTA4

set clk_period 1.3
set clk_io_pct 0.2

create_clock -name clk0 -period $clk_period

set non_clock_inputs [all_inputs -no_clocks]
set_input_delay [expr $clk_period * $clk_io_pct] -clock clk0 $non_clock_inputs
set_output_delay [expr $clk_period * $clk_io_pct] -clock clk0 [all_outputs]
File: design.v
module c_BTA4 (
     input [7:0] io_in,
     output [7:0] io_out
);
wire [1:0] tnet_0 = io_in[7:6];  
wire [1:0] tnet_1 = io_in[5:4];  
wire [1:0] tnet_2 = io_in[3:2];  
wire [1:0] tnet_3 = io_in[1:0];  
wire [1:0] tnet_4;
wire [1:0] tnet_5;
wire [1:0] tnet_6;
wire [1:0] tnet_7;
wire [1:0] tnet_8;
wire [1:0] tnet_9;
wire [1:0] tnet_10;
wire [1:0] tnet_11;
assign io_out[7:6] = tnet_8;  
assign io_out[5:4] = tnet_9;  
assign io_out[3:2] = tnet_10;  
assign io_out[1:0] = tnet_11;  
c_BTA SavedGate_0 (
.io_in({tnet_5,tnet_6}),
.io_out({tnet_8,tnet_9})
);
c_BTA SavedGate_1 (
.io_in({tnet_0,tnet_2}),
.io_out({tnet_5,tnet_4})
);
c_BTA SavedGate_2 (
.io_in({tnet_4,tnet_7}),
.io_out({tnet_6,tnet_10})
);
c_BTA SavedGate_3 (
.io_in({tnet_1,tnet_3}),
.io_out({tnet_7,tnet_11})
);
endmodule
module c_BTA (
     input [3:0] io_in,
     output [3:0] io_out
);
wire [1:0] tnet_0 = io_in[3:2];  
wire [1:0] tnet_1 = tnet_0;
wire [1:0] tnet_2 = io_in[1:0];  
wire [1:0] tnet_3 = tnet_2;
wire [1:0] tnet_4;
wire [1:0] tnet_5;
assign io_out[3:2] = tnet_4;  
assign io_out[1:0] = tnet_5;  
f_RDC_bet LogicGate_0 (
.portB(tnet_0),
.portA(tnet_3),
.out(tnet_4)
);
f_7PB_bet LogicGate_1 (
.portB(tnet_1),
.portA(tnet_2),
.out(tnet_5)
);
endmodule
module f_7PB_bet (
     input wire[1:0] portB,
     input wire[1:0] portA,
     output wire[1:0] out
     );
     assign out = 
    (portB == 2'b01) & (portA == 2'b01) ? 2'b10 :
    (portB == 2'b11) & (portA == 2'b01) ? 2'b01 :
    (portB == 2'b01) & (portA == 2'b11) ? 2'b01 :
    (portB == 2'b10) & (portA == 2'b11) ? 2'b10 :
    (portB == 2'b11) & (portA == 2'b10) ? 2'b10 :
    (portB == 2'b10) & (portA == 2'b10) ? 2'b01 :
     2'b11;
endmodule
module f_RDC_bet (
     input wire[1:0] portB,
     input wire[1:0] portA,
     output wire[1:0] out
     );
     assign out = 
    (portB == 2'b01) & (portA == 2'b01) ? 2'b01 :
    (portB == 2'b10) & (portA == 2'b10) ? 2'b10 :
     2'b11;
endmodule
File: run.sh
#!/bin/bash
# OpenROAD 26Q1-2900-gdf79404cd8, Yosys 0.63+post, stock flow scripts
make -C /OpenROAD-flow-scripts/flow DESIGN_CONFIG=/design/flow/config.mk WORK_HOME=/design/flow/orfs finish
==> results.yml <==
# implementation run metrics
power_and_ir_drop:
  p_per_area_nw_per_um2: 246
  power.leakage_nw: 0.283
  peakVddDrop_v: 0.0000385
die:
  ios: 16
  dieHeight_microns: 80
  core_area_sq_um: 3420
  rows: 21
  dieWidth_microns: 80
  chipArea_sq_um: 6400
  fp_util_pct: 10.3
synthesis:
  synth.mux.area_fraction_pct: 0
  yosysCellCount: 50
  postSynthSeqShare_pct: 0
  synth-xor-area-share_pct: 5.00
  ys_area_sq_um: 350
  ys_types: 27
  synth_area_sq_um: 350
  topCombFamilyByArea: "simple AND/OR/NAND/NOR gates"
  aoi_share_pct: 33.2
  yosys_warnings: 0
  adder_share_pct: 0
  ys_sh_simple_pct: 50.0
  synth_cells: 50
  avgSynthCellArea_sq_um: 7.01
run_status:
  failed_checks: "negative setup slack"
  outcome: "complete, but fails checks"
grt:
  gr-usage-all-layers_pct: 3.42
  antenna_found_initial: 0
  grt_pass1_vias: 433
  grt_max_degree: 10
  gr-total-overflow: 0
  grt_first_pass_wirelength_microns: 1920
finish:
  final_util_pct: 22.0
  logic_area_sq_um: 390
  regArea_sq_um: 0
  nFillCells: 359
  ff_count: 0
  fin_area_sq_um: 752
  syn_to_final_growth_pct: 115
  lay_top_cells: "buf_4 (14), buf_2 (8), buf_6 (7)"
  drive_above_1_share_pct: 61.3
  lay_top_count: "buf_4"
  final.clkbuf_count: 0
hold_path:
  hold_class: "input port to output pin"
  hold-path-cell-count: 4
worst_setup_path:
  critPathKind: "input port to output pin"
  arrival_ns: 1.37
  crit_fanout: 5
  cp-end-kind: "output pin"
  start_kind: "input port"
  worstPathRequired_ns: 1.04
place:
  portBuffers: 14
  dp_hpwl_microns: 950
  place_area_sq_um: 617
  gp_congestion: 0.741
routing:
  num_vias: 485
  drt_iter0_drc: 44
  drt-total-wl_microns: 1280
  viasPerCell: 3.85
  wire_per_inst_microns: 10.1
  drt-pass1-iter-count: 4
  drc_errors: 0
  antenna_cells: 0
  ant_nets: 0
sta:
  setup_slack_ns: -0.331
  setup_viol: 4
  fin_crit_ns: 1.63
  drv_slew: 0
  grt_setup_unrepaired: "true"
  tns_ns: -1.09
  period_used_pct: 125
  hold_viol: 0
  clock.fmax_ghz: 0.613
flow_run:
  cap_viol_max_count: 0
  warning_count: 35
==> layout make-up <==
cell class | instances | area share, %
Timing Repair Buffer | 35 | 40.4
Multi-Input combinational cell | 45 | 51.9
Tap cell | 46 | 7.65
==> power by group <==
| part | total, mW | leakage, nW | switching, mW | internal [mW] |
|---|---|---|---|---|
| Sequential | 0 | 0 | 0 | 0 |
| Combinational | 0.185 | 0.283 | 0.0743 | 0.111 |
| Clock | 0 | 0 | 0 | 0 |
==> worst max-delay path, cell delays in order <==
cell,delay (ns)
buf_8,0.11
and4bb_2,0.36
a211oi_2,0.06
or3_4,0.33
a211oi_2,0.14
buf_2,0.12
==> metrics by stage <==
stage | hold WS (ns) | total power [mW] | setup slack [ns] | cells
finish | 0.869 | 0.185 | -0.331 | 126
global route | 0.908 | 0.202 | -0.404 | 126
CTS | 0.952 | 0.169 | -0.419 | 124
detailed placement | 1.60 | 0.151 | -1.12 | 118
global placement | 1.58 | 0.149 | -1.09 | 118
floorplan | 0.543 | 0.0693 | -0.0464 | 51
==> layer usage <==
layer | global-route usage (%) | vias up | share of wire, %
li1 | - | 256 | -
met1 | 4.23 | 221 | 44
met2 | 6.50 | 8 | 53
met3 | 0.341 | 0 | 2.7
met4 | 0 | 0 | 0
met5 | 0 | - | 0
==> Yosys cell counts <==
master | n | share of area [%]
nand3_1 | 1 | 1.4
o211ai_1 | 1 | 2.1
nor3b_1 | 1 | 2.1
a21oi_1 | 2 | 2.9
o2111ai_1 | 1 | 2.5
conb_1 | 1 | 1.1
nand4b_1 | 3 | 7.5
and4bb_4 | 1 | 4.6
a221oi_1 | 2 | 5.0
buf_2 | 3 | 4.3
or3_1 | 3 | 5.4
nor3_2 | 1 | 2.9
clkbuf_4 | 1 | 2.1
nand4_1 | 1 | 1.8
o22ai_1 | 1 | 1.8
xor2_1 | 1 | 2.5
o21ai_0 | 4 | 5.7
nor2_1 | 5 | 5.4
nand2_1 | 4 | 4.3
nand4bb_1 | 3 | 9.6
a211oi_2 | 2 | 7.1
and4bb_2 | 1 | 3.6
nor3_1 | 1 | 1.4
xnor2_1 | 1 | 2.5
buf_4 | 2 | 4.3
a211oi_1 | 2 | 4.3
a31oi_1 | 1 | 1.8
==> worst paths after layout <==
path / startpoint / end / slack (ns)
min: io_in[4] / io_out[1] / 0.87
max: io_in[1] / io_out[2] / -0.33
==> cells by family after synthesis <==
| group | Yosys count |
|---|---|
| simple gates | 25 |
| compound gates | 16 |
| buf+inv | 6 |
| other cells | 1 |
| xor+xnor | 2 |
==> timing repair <==
item,4_1_cts,5_1_grt
buffers inserted,7,2
pin swaps,15,10
endpoints found under the setup margin,6,5
resized,69,17
hold buffers,0,0
Power and IR drop assume default switching activity.
